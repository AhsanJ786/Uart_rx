`/design/flow/run.sh`:
```
#!/bin/bash
# OpenROAD 26Q1-2900-gdf79404cd8, Yosys 0.63+post, stock flow scripts
make -C /OpenROAD-flow-scripts/flow DESIGN_CONFIG=/design/flow/config.mk WORK_HOME=/design/flow/orfs finish
```
`/design/flow/config.mk`:
```
export PLATFORM = sky130hd
export DESIGN_NAME = baud_rate_gen
export DESIGN_NICKNAME = baud_rate_gen
export VERILOG_FILES = /design/flow/design.v
export SDC_FILE = /design/flow/constraint.sdc
export NUM_CORES = 4
export LEC_CHECK = 1
export CORE_UTILIZATION = 30
```
`/design/flow/constraint.sdc`:
```
current_design baud_rate_gen

set clk_period 7.7
set clk_io_pct 0.2

create_clock -name clk0 -period $clk_period [get_ports {clk}]

set non_clock_inputs [all_inputs -no_clocks]
set_input_delay [expr $clk_period * $clk_io_pct] -clock clk0 $non_clock_inputs
set_output_delay [expr $clk_period * $clk_io_pct] -clock clk0 [all_outputs]
```
`/design/flow/design.v`:
```
module baud_rate_gen(
    input wire clk,            
    input wire rst,            
    input wire [31:0] dvsr,    
    output reg tick            
);
    reg [31:0] counter = 0;    
    always @(posedge clk or negedge rst) begin
        if (!rst) begin
            counter <= 0;
            tick <= 0;
        end else begin
            if (counter >= (dvsr - 1)) begin
                counter <= 0;    
                tick <= 1;       
            end else begin
                counter <= counter + 1;
                tick <= 0;
            end
        end
    end
endmodule
```
==> CHANGELOG.md <==
## Implementation

* Cell variety after synth at 40
* Die span in y at 98.1 um
* Total track usage at 12.5%
* Crit path max fanout at 33
* Relative slew margins at 62.6%
* Ports at 35
* Yosys chip area at 2770 um^2
* Die area at 9610 um^2
* Worst Path Arrival at 5.75 ns
* CP max stage cell: or4_1
* RSZ-0062 raised after global routing: false
* Status: complete, no violations
* Routed WL at 5420 um
* Total CTS buffers at 5
* Commonest Layout Cell: nor2_1
* Sw Ratio at 22.9%
* Vias per cell at 4.78
* Synth flops at 33
* Slew @ Worst Pin at 0.559 ns
* First-pass GRT wire length at 9810 um
* Crit path from: dvsr[4]
* Final Hold Vio Count at 0
* Pre-Repair DR Iteration Count at 15
* Hold-fix buffers at CTS at 0
* Worst-path clk slew at 0.06 ns
* Largest net degree at the start of global routing at 34
* Kind of critical path: input port to flip-flop
* Worst hold slack at 0.523 ns
* Vias post-DR at 2207
* WP data required at 7.91 ns
* Hpwl dp at 4210 um
* Worst hold path type: flip-flop to flip-flop
* Vias in the first global route at 2146
* Finish-stage setup viols at 0
* Final min period at 5.54 ns
* VDD IR max at 0.0458 mV
* Routability Congestion at 0.785
* Share of layout cells above drive strength 1 at 4.80%
* Pint at 272 uW
* Post-synth top area cell: dfrtp_1
* Post-route ant nets at 0
* Row count at 34
* Fmax at 181 MHz
* Postcts setup bufs at 0
* P&R area growth vs syn at 19.8%
* Worst r2r src: counter[19]
* Fill count at 909
* Setup TNS at 0 ns
* Pre-CTS setup slack at 1.82 ns
* Synth top area cells: dfrtp_1 (30%), ha_1 (15%), xnor2_1 (13%), nor2_1 (8.4%), xor2_1 (5.4%)
* CORE AREA at 8810 um^2
* Iteration-0 DRC Markers at 63
* Storage element area at 826 um^2
* Clk_skew at 0.00375 ns
* Sequential area share after synthesis at 29.8%
* Clock buffer depth at 2
* Total gr overflow at 0
* Synth Instances at 317
* Max_cap viols at 0
* Worst skew pair latency at 0.28 ns
* Gate Area at 1880 um^2
* Max incr delay on CP at 0.58 ns
* Slack of the critical path at 2.16 ns
* Leak at 0.00142 uW
* Clock root cell: clkbuf_8
* I/O Buffers at 34
* Core Util, Final at 37.7%
* Asr flop ratio synth at 100%
* # Cells Yosys at 317
* Top Layout Cells: nor2_1 (62), xnor2_1 (42), ha_1 (34), clkdlybuf4s50_1 (34), dfrtp_1 (33)
* Worst Setup End Kind: flip-flop
* Syn_area_per_cell at 8.73 um^2
* Clock sinks at 33
* CTS tree: yes
* P_sw at 80.9 uW
* PwrDens at 106 nW/um^2
* Fin. max-slew vios at 0
* Combinational power share at 14.3%
* Cell Chain, Critical Path: clkdlybuf4s50_1, or4_4, or4_1, or3_4, nor4_1, xnor2_1, ha_1, nand2_1, o21ai_0, a221o_1, a2111oi_0, o21ai_2, buf_4, nor2_1
* EDFF count, synth at 0
* Hold path startpoint: counter[0]
* Top_reg_cell synth: dfrtp_1
* Synth top area share at 29.8%
* H-tree levels at 2
* Yosys warns at 1
* Synthesized area at 2770 um^2
* Die X at 98.1 um
* Crit path launch type: input port
* Share of power burned in registers at 49.1%
* WL/cell at 11.7 um
* Initial antenna violation count at 0
* Fp util at 31.4%
* Post-CTS sizing at 0
* Tool Warnings at 25
* DRC at 0
* Fin crit share at 71.9%
* Ant. Diodes at 0
* Clock power share at 36.6%
==> synthesized netlist by cell type, types with 3 or more instances <==
library cell  instances
clkbuf_1              4
and4_1                5
xor2_1               17
or3_1                 4
ha_1                 34
inv_1                 8
nand4_1               6
o21ai_0               3
a21o_1                3
a21oi_1               9
nor2_1               62
and3_1                6
dfrtp_1              33
nand3_1              17
nand2_1              20
nor4_1                5
nor3_1               11
xnor2_1              42
==> critical path: cells and delay by family <==
| kind | cells | cell delay [ns] |
|---|---|---|
| AND/OR/NAND/NOR | 6 | 2.02 |
| adder cells (fa/ha/maj) | 1 | 0.26 |
| XOR/XNOR | 1 | 0.17 |
| AND-OR/OR-AND | 4 | 1.04 |
| buffers and inverters | 2 | 0.71 |
==> per-stage QoR <==
stage                     area (um^2)  std cells  total power (uW)
after floorplan                  2770        317               197
after global placement           3230        455               227
after detailed placement         3230        455               228
after CTS                        3320        462               358
after global routing             3320        462               372
final                            3320        462               353
==> cell type report <==
cell class                 count  area share (%)
clock buffer                   7            2.60
inverter                       8           0.905
multi-input combinational    270            56.8
sequential                    33            24.9
tap                          108            4.07
timing repair buffer          36            10.7
==> power groups by stage <==
stage     Sequential [uW]  Clock (uW)  Combinational [uW]
6_report              173         129                50.5
5_1_grt               173         142                57.3
4_1_cts               173         133                51.3
==> registers in the layout, indices dropped and copies added (netlist names) <==
name	cells
counter	32
tick	1
==> metal layers <==
| metal | track usage, % | wire, um | up-vias |
|---|---|---|---|
| met2 | 19.1 | 2310 | 29 |
| met1 | 19.5 | 2900 | 991 |
| met4 | 0.932 | 29 | 0 |
| met5 | 0 | 0 | - |
| li1 | - | - | 1184 |
| met3 | 2.18 | 177 | 3 |
==> logic make-up (layout without fill, tap and decap cells) <==
group | count (synthesis) | after routing | synth area share [%]
XOR/XNOR | 59 | 59 | 18.7
flip-flops | 33 | 33 | 29.8
AND/OR/NAND/NOR | 151 | 151 | 27.8
adder cells (fa/ha/maj) | 34 | 34 | 15.4
AND-OR/OR-AND | 26 | 26 | 6.06
buffers and inverters | 14 | 51 | 2.21
==> final timing paths <==
kind	end	slack (ns)	cells after the start
hold reg to reg	counter[0]	0.52	1
hold / removal	counter[0]	0.52	1
setup reg to reg	counter[7]	5.25	8
min in group asynchronous	counter[14]	1.67	2
setup / recovery	counter[7]	2.16	14
max in group asynchronous	counter[2]	5.74	2
Power and IR drop assume default switching activity.
