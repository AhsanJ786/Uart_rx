===== ./run.sh =====
#!/bin/bash
# OpenROAD 26Q1-2900-gdf79404cd8, Yosys 0.63+post, stock flow scripts
make -C /OpenROAD-flow-scripts/flow DESIGN_CONFIG=/design/flow/config.mk WORK_HOME=/design/flow/orfs finish

===== ./design.v =====
module uart_receiver(
    input wire clk,
    input wire rst,
    input wire serial_in,
    output reg [7:0] data_out,
    output reg byte_ready
);
    localparam IDLE = 2'b00,
               START_BIT = 2'b01,
               RECEIVE = 2'b10,
               STOP_BIT = 2'b11;
    reg [1:0] state = IDLE;
    reg [3:0] bit_cnt = 0;
    reg [7:0] shift_reg = 0;
    reg [5:0] baud_counter = 0;  
    always @(posedge clk or negedge rst) begin
        if (!rst) begin
            state <= IDLE;
            bit_cnt <= 0;
            shift_reg <= 0;
            baud_counter <= 0;
            byte_ready <= 0;
        end else begin
            case (state)
                IDLE: begin
                    if (serial_in == 0) begin   
                        baud_counter <= 0;     
                        state <= START_BIT;
                    end
                end
                START_BIT: begin
                    baud_counter <= baud_counter + 1;
                    if (baud_counter == 8) begin   
                        if (serial_in == 0) begin   
                            state <= RECEIVE;
                            bit_cnt <= 0;
                        end else begin
                            state <= IDLE;
                        end
                    end
                end
                RECEIVE: begin
                    baud_counter <= baud_counter + 1;
                    if (baud_counter == 16) begin   
                        shift_reg[bit_cnt] <= serial_in;
                        bit_cnt <= bit_cnt + 1;
                        baud_counter <= 0;   
                        if (bit_cnt == 8) begin
                            state <= STOP_BIT;
                        end
                    end
                end
                STOP_BIT: begin
                    baud_counter <= baud_counter + 1;
                    if (baud_counter == 16) begin   
                        if (serial_in == 1) begin   
                            data_out <= shift_reg;
                            byte_ready <= 1;
                            state <= IDLE;
                        end else begin
                            state <= IDLE;   
                        end
                    end
                end
            endcase
        end
    end
endmodule
module uart_system_top(
    input wire clk,            
    input wire rst,            
    input wire serial_in,      
    output wire [7:0] data_out,   
    output wire byte_ready,    
    input wire [31:0] dvsr     
);
    logic tick;            
    reg [31:0] counter = 0;    
    always @(posedge clk or negedge rst) begin
        if (!rst) begin
            counter <= 0;
            tick <= 0;
        end else begin
            if (counter >= (dvsr - 1)) begin
                counter <= 0;    
                tick <= 1;       
            end else begin
                counter <= counter + 1;
                tick <= 0;
            end
        end
    end
    uart_receiver uart_rx(
        .clk(tick),        
        .rst(rst),
        .serial_in(serial_in),
        .data_out(data_out),
        .byte_ready(byte_ready)
    );
endmodule

===== ./config.mk =====
export PLATFORM = sky130hd
export DESIGN_NAME = uart_system_top
export DESIGN_NICKNAME = uart_system_top
export VERILOG_FILES = /design/flow/design.v
export SDC_FILE = /design/flow/constraint.sdc
export NUM_CORES = 4
export LEC_CHECK = 1
export CORE_UTILIZATION = 30

===== ./constraint.sdc =====
current_design uart_system_top

set clk_period 8.0
set clk_io_pct 0.2

create_clock -name clk0 -period $clk_period [get_ports {clk}]

set non_clock_inputs [all_inputs -no_clocks]
set_input_delay [expr $clk_period * $clk_io_pct] -clock clk0 $non_clock_inputs
set_output_delay [expr $clk_period * $clk_io_pct] -clock clk0 [all_outputs]

==> COMMIT_EDITMSG <==
Update PnR metrics after Yosys + OpenROAD run

- Yosys cell count: 467
* Most numerous cell types in the synthesized netlist: sky130_fd_sc_hd__nor3_1 (60), sky130_fd_sc_hd__dfrtp_1 (54), sky130_fd_sc_hd__xnor2_1 (52)
- Total number of H-tree levels: 2
- Mux share of post-synthesis cell area: 0.789%
- The worst setup path is captured at a register.
- Routed via count: 3356
- The routed layout reports a DRC error count of 0.
- The synthesized netlist devotes 14.1% of its cell area to XOR and XNOR gates.
- Switching part of the total: 32.9%
- Setup WS post-layout: 2.25 ns
- Layout cell share with drive strength beyond 1: 5.57%
- The gate-level netlist out of Yosys references 50 unique cell types.
- STA puts the critical path data arrival time at 5.88 ns.
- At the end of routability-driven placement, the weighted congestion stood at 0.782.
- Count of endpoints failing hold in the final timing report: 0
* Ys flop type: sky130_fd_sc_hd__dfrtp_1
* Sw power: 228 µW
- Worst path required time: 8.14 ns
- In this run the biggest area consumer among cell types represents 31.5% of the synthesized area.
- Per the run summary, max-cap violations total 0.
* Setup crit start kind: input pin
- Of the total synthesized cell area, the portion taken by AND, OR, NAND and NOR gates is 25.7%.
- Across the VDD grid, the largest voltage drop is 0.0777 mV.
- GRT overflow: 0
- Number of unconstrained endpoints: 46
* Post-Synthesis Cells: 467
- TritonCTS clock tree: done
* Critical setup path kind: in -> reg
* Power Internal: 464 µW
- Number of antenna violations at the first check in global routing: 0
- Cell types occupying the most area after synthesis: sky130_fd_sc_hd__dfrtp_1 (32%), sky130_fd_sc_hd__ha_1 (12%), sky130_fd_sc_hd__xnor2_1 (11%)
- The routed design shows a via density per instance of 4.91.
* Worst min-delay path category: reg -> reg
* RSZ-0062 raised after global routing: no
* Relative slew slack: 50.3%
- Counting flops with a built-in enable in the synthesized netlist gives 8.
- Half-perimeter wire length after detailed placement: 6220 µm
- The register with the most flip-flops in the layout has 32 of them.
* Mean post-synth cell area: 9.17 µm²
- Row cnt: 43
* Highest Clock Rate: 174 MHz
- In this run the remaining antenna-violating nets after routing total 0.
- Of the synthesized area, sequential elements account for 37.1%.
- The floorplan step set the die width to 122 µm.
- The number of setup buffers added after CTS is 0.
* Pwr/cell area: 137 nW/µm²
- Of the combinational cells, the family taking the most area is simple AND/OR/NAND/NOR gates.
- Die area: 14800 µm²
- In the final timing run, aggregate negative setup slack is 0 ns.
- The number of antenna diodes in the final layout is 0.
- Looking at the clock tree report, the maximum root-to-sink buffer count equals 2.
- Number of synthesized register bits: 62
- Part of the power in combinational logic: 28.9%
* Syn Std Cell Area: 4280 µm²
* Fillcell total: 1402
- Register pins left without a clock: 29
- Worst Clk Skew: 0.00657 ns
- Entering global routing, the biggest net connects 56 pins.
- According to the floorplan report, the die height is 122 µm.
- Portion of the clock cycle consumed by the worst path in the final layout: 71.8%
* Post-synthesis to final-layout area growth: 18.1%
- Clock power frac: 28.4%
- The script extracted a total leakage power of 0.00193 µW.
- Looking at the max-slew report, the worst-margin pin has a slew of 0.745 ns.
* AND-OR/OR-AND Cells, Area Fraction: 7.48%
- Clock latency on the worst-skew pair, taken at its later pin, is 0.27 ns.
- Looking at the critical path, the highest net fanout was 33.
- The report puts the hold buffer count at CTS at 0.
* Worst setup timing slack at the placement stage: 1.96 ns
* Initial Utilization: 30.9%
- In the CTS report, the clock slew at the register clock pins of the worst setup and hold paths is listed as 0.05 ns.
- Final worst path period need: 5.75 ns
* Chip area from the yosys synthesis statistics: 4280 µm²
- In this run the clock root is driven by a sky130_fd_sc_hd__clkbuf_16.
- Boundary Pins: 44
- Summed over all layers, the routed wires come to 8100 µm.
- Among all cell types in the netlist, the one instantiated most often is sky130_fd_sc_hd__nor3_1.
- Final setup violation count: 0
* IO buf count: 43
- Overall global routing resource usage: 11.6%
- Number of violations reported at the end of detailed-routing iteration 0: 168
* Number of warning messages in the logs: 29
* Post-CTS Resized: 0
* Count of final max-slew check failures: 0
- After Yosys synthesis, full adders, half adders and majority gates account for 11.7% of the synthesized area.
* Sequential power share: 42.7%
- Cells fill 36.4% of the core in the end.
* Wire length of the first global-routing pass: 14000 µm
- Counting the buffers created by CTS gives 5.
- The via count of the first global-routing pass is 3119.
- Post-DR wirelength/cell: 11.9 µm
* Synth warn: 2
- In the synthesized netlist the async set-or-reset flop fraction comes to 87.1%.
* Dominant cell type by area after synthesis: sky130_fd_sc_hd__dfrtp_1
- Run status: complete, no violations
- The pre-antenna-repair detailed-routing pass consisted of 4 iterations.
- According to the floorplan report, the placeable core area is 13900 µm².
## final timing paths
path / startpoint / to / slack, ns / cells past startpoint
hold reg to reg: counter[0] / counter[0] / 0.54 / 1
max in group asynchronous: rst / counter[23] / 6.09 / 2
hold / removal: counter[0] / counter[0] / 0.54 / 1
setup / recovery: dvsr[0] / counter[13] / 2.25 / 15
min in group asynchronous: rst / counter[11] / 1.47 / 2
setup reg to reg: counter[15] / counter[13] / 5.30 / 7
## layout by cell type (no fill, tap or decap), types with 2 or more instances in the layout
| cell | count |
|---|---|
| sky130_fd_sc_hd__nor3_1 | 60 |
| sky130_fd_sc_hd__dfrtp_1 | 54 |
| sky130_fd_sc_hd__xnor2_1 | 52 |
| sky130_fd_sc_hd__clkdlybuf4s50_1 | 42 |
| sky130_fd_sc_hd__ha_1 | 40 |
| sky130_fd_sc_hd__nor2_1 | 35 |
| sky130_fd_sc_hd__nand2_1 | 32 |
| sky130_fd_sc_hd__o21ai_0 | 21 |
| sky130_fd_sc_hd__xor2_1 | 17 |
| sky130_fd_sc_hd__inv_1 | 16 |
| sky130_fd_sc_hd__nand3_1 | 16 |
| sky130_fd_sc_hd__a21oi_1 | 12 |
| sky130_fd_sc_hd__nand4_1 | 12 |
| sky130_fd_sc_hd__edfxtp_1 | 8 |
| sky130_fd_sc_hd__nor4_1 | 7 |
| sky130_fd_sc_hd__or4_1 | 5 |
| sky130_fd_sc_hd__and4_1 | 5 |
| sky130_fd_sc_hd__and3_1 | 5 |
| sky130_fd_sc_hd__clkbuf_16 | 5 |
| sky130_fd_sc_hd__or3_1 | 4 |
| sky130_fd_sc_hd__or4_4 | 3 |
| sky130_fd_sc_hd__or2_2 | 3 |
| sky130_fd_sc_hd__nand3b_1 | 3 |
| sky130_fd_sc_hd__nor3b_1 | 3 |
| sky130_fd_sc_hd__nor2b_1 | 3 |
| sky130_fd_sc_hd__mux2_2 | 3 |
| sky130_fd_sc_hd__buf_4 | 3 |
| sky130_fd_sc_hd__nand4b_1 | 2 |
| sky130_fd_sc_hd__a211oi_1 | 2 |
| sky130_fd_sc_hd__a21o_1 | 2 |
| sky130_fd_sc_hd__o21a_1 | 2 |
| sky130_fd_sc_hd__and2_1 | 2 |
| sky130_fd_sc_hd__o2bb2ai_1 | 2 |
| sky130_fd_sc_hd__clkbuf_8 | 2 |
## per-stage QoR
stage,power (µW),area (µm²),std cells,hold WS (ns)
2_1_floorplan,421,4280,467,0.479
3_3_place_gp,489,4900,675,0.509
3_5_place_dp,498,4900,675,0.526
4_1_cts,699,5060,683,0.533
5_1_grt,748,5060,683,0.580
6_report,692,5060,683,0.538
## cell type report
class / count / area (µm²) / area share, %
Clock inverter: 1 / 5.00 / 0.0989
Multi-Input combinational cell: 371 / 2580 / 50.9
Sequential cell: 62 / 1590 / 31.5
Inverter: 16 / 60.1 / 1.19
Clock buffer: 7 / 153 / 3.02
Timing Repair Buffer: 46 / 448 / 8.85
Tap cell: 180 / 225 / 4.45
## kinds of logic (layout without fill, tap and decap cells)
family | Yosys count | in the layout
mux | 3 | 3
buf+inv | 34 | 70
compound gates | 52 | 52
flops | 62 | 62
simple gates | 207 | 207
xor+xnor | 69 | 69
fa+ha+maj | 40 | 40
## worst max-delay path, cell delays in order
cell	delay, ns
sky130_fd_sc_hd__clkdlybuf4s50_1	0.43
sky130_fd_sc_hd__inv_1	0.09
sky130_fd_sc_hd__ha_1	0.19
sky130_fd_sc_hd__or4b_4	0.49
sky130_fd_sc_hd__or4_4	0.47
sky130_fd_sc_hd__or2_2	0.32
sky130_fd_sc_hd__nor2_1	0.12
sky130_fd_sc_hd__xnor2_1	0.09
sky130_fd_sc_hd__ha_1	0.29
sky130_fd_sc_hd__nand4_1	0.12
sky130_fd_sc_hd__nor3_1	0.24
sky130_fd_sc_hd__or4b_2	0.64
sky130_fd_sc_hd__a311oi_4	0.29
sky130_fd_sc_hd__buf_4	0.36
sky130_fd_sc_hd__nor3_1	0.11
## power groups by stage
| stage | sequential, µW | clock [µW] | combinational [µW] |
|---|---|---|---|
| after CTS | 295 | 201 | 202 |
| after global routing | 305 | 210 | 233 |
| final | 295 | 197 | 200 |
## routing by layer
| metal | routed length (µm) | vias up | GRT usage [%] |
|---|---|---|---|
| li1 | - | 1745 | - |
| met1 | 4240 | 1535 | 17.7 |
| met2 | 3530 | 72 | 18.5 |
| met3 | 265 | 4 | 1.30 |
| met4 | 66 | 0 | 1.23 |
| met5 | 0 | - | 0 |
Power is estimated from default activity; no workload was simulated.
